## design/flow/design.v

```verilog
module master(
	input wire clk,
	input wire rst_n,
	input wire start,
	input wire miso,
	input wire [7:0] data_in,
	output reg mosi,
	output reg sck,
	output reg cs,
	output reg done
);
localparam IDLE = 2'b00;
localparam START = 2'b01;
localparam TRANSFER = 2'b10;
localparam DONE = 2'b11;
reg [1:0] state, next_state;
reg [3:0] bit_cnt;  
reg [7:0] shift_reg;  
reg shift_sck;  
always @(posedge clk or negedge rst_n) begin
	if (!rst_n) begin
		state <= IDLE;
	end else begin
		state <= next_state;
	end
end
always @(*) begin
	case(state)
		IDLE: begin
			if(start) begin
				next_state <= START;  
			end else begin
				next_state <= IDLE;
			end
		end
		START: next_state <= TRANSFER;  
		TRANSFER: begin
			if(bit_cnt == 4'b1000 && shift_sck) begin
				next_state <= DONE;  
			end else begin
				next_state <= TRANSFER;  
			end
		end
		DONE: next_state <= IDLE;  
		default: next_state <= IDLE;
	endcase
end
always @(posedge clk or negedge rst_n) begin
	if(!rst_n) begin
		mosi <= 1'b0;
		sck <= 1'b0;
		cs <= 1'b0;
		done <= 1'b0;
		bit_cnt <= 4'b0;
		shift_reg <= 8'h00;
		shift_sck <= 1'b0;
	end else begin
		case(state)
			IDLE: begin
				cs <= 1'b0;  
				done <= 1'b0;
				mosi <= 0;
				sck <= 1'b0;
				shift_sck <= 1'b0;
			end
			START: begin
				cs <= 1'b1;
				shift_reg <= data_in;  
				bit_cnt <= 4'b000;
				done <= 1'b0;
			end
			TRANSFER: begin
				shift_sck = ~shift_sck;  
				sck <= shift_sck;
				if(shift_sck) begin
					mosi <= shift_reg[7];
					shift_reg <= {shift_reg[6:0],1'b0};
					bit_cnt <= bit_cnt + 1'b1;
				end
			end
			DONE: begin
				cs <= 1'b0;
				done <= 1'b1;
			end
			default: begin
				cs <= 1'b0;
				done <= 1'b0;
			end
		endcase
	end
end
endmodule
module slave(
	input wire clk,
	input wire rst_n,
	input wire mosi,
	input wire sck,
	input wire cs,
	output reg miso,
	output reg [7:0] data_out
);
reg [7:0] shift_reg;
reg [2:0] bit_cnt;
always @(posedge clk or negedge rst_n) begin
	if(!rst_n) begin
		miso <= 1'b0;
		data_out <= 8'h00;
		shift_reg <= 8'h00;
		bit_cnt <= 3'b000;
	end else if (cs == 1) begin
		if(sck) begin
			shift_reg <= {shift_reg[6:0], mosi};
			if(bit_cnt == 3'b111) begin
				data_out <= {shift_reg[6:0], mosi};
			end
			bit_cnt <= bit_cnt + 1'b1;
		end
		miso <= shift_reg[7];
	end else begin
		miso <= 1'b0;
	end
end
endmodule
module spi (
    input wire clk,
    input wire rst_n,
    input wire start,
    input wire [7:0] data_in,
    input wire sel,  
    output reg [7:0] data_out1,
    output reg [7:0] data_out2,
    output reg done
);
    wire mosi;
    wire sck;
    wire cs;
    wire miso1, miso2;
    reg miso;
    wire [7:0] master_data_out;
    wire master_done;
    wire [7:0] slave_data_out1;
    wire [7:0] slave_data_out2;
    master ic1(
        .clk(clk), 
        .rst_n(rst_n), 
        .start(start), 
        .miso(miso), 
        .data_in(data_in), 
        .mosi(mosi), 
        .sck(sck), 
        .cs(cs), 
        .done(master_done)
    );
    slave ic2(
        .clk(clk), 
        .rst_n(rst_n), 
        .mosi(mosi), 
        .sck(sck), 
        .cs(cs & ~sel),  
        .miso(miso1), 
        .data_out(slave_data_out1)
    );
    slave ic3(
        .clk(clk), 
        .rst_n(rst_n), 
        .mosi(mosi), 
        .sck(sck), 
        .cs(cs & sel),  
        .miso(miso2), 
        .data_out(slave_data_out2)
    );
    always @(*) begin
	if (!sel) begin
		miso <= miso1;
	end else begin
		miso <= miso2;
	end
    end
    always @(posedge clk or negedge rst_n) begin
        if (!rst_n) begin
            data_out1 <= 8'h00;
            data_out2 <= 8'h00;
            done <= 1'b0;
        end else if (!sel) begin
            data_out1 <= slave_data_out1;  
	    data_out2 <= 8'h00;
	    done <= master_done;
    	end else begin
	    data_out1 <= 8'h00;
            data_out2 <= slave_data_out2;  
            done <= master_done;          
        end
    end
endmodule
```

## design/flow/run.sh

```bash
#!/bin/bash
# OpenROAD 26Q1-2900-gdf79404cd8, Yosys 0.63+post, stock flow scripts
make -C /OpenROAD-flow-scripts/flow DESIGN_CONFIG=/design/flow/config.mk WORK_HOME=/design/flow/orfs finish
```

## design/flow/config.mk

```make
export PLATFORM = sky130hd
export DESIGN_NAME = spi
export DESIGN_NICKNAME = spi
export VERILOG_FILES = /design/flow/design.v
export SDC_FILE = /design/flow/constraint.sdc
export NUM_CORES = 4
export LEC_CHECK = 1
export CORE_UTILIZATION = 40
```

## design/flow/constraint.sdc

```tcl
current_design spi

set clk_period 1.9
set clk_io_pct 0.2

create_clock -name clk0 -period $clk_period [get_ports {clk}]

set non_clock_inputs [all_inputs -no_clocks]
set_input_delay [expr $clk_period * $clk_io_pct] -clock clk0 $non_clock_inputs
set_output_delay [expr $clk_period * $clk_io_pct] -clock clk0 [all_outputs]
```

==> highlights.md <==
Status
• result of the run: finished, final reports clean

Clock tree
• clock latency reported for the late side of the worst-skew pair: 340 ps
• sinks on the clock net: 74
• number of post-CTS setup repair buffers: 0
• clock transition at the registers of the reported paths: 80 ps
• number of levels in the clock H-tree: 3
• clock root buffer: sky130_fd_sc_hd__clkbuf_8
• Post-CTS Hold Buffers: 0
• CTS buffer count: 9
• CTS tree: yes
• buffer levels on the longest clock path: 2
• post-CTS sizing: 0

Yosys
• count of cell types in the netlist: 34
• Post-Synth AOI/OAI Area: 5.300%
• top cells by count, synth: 73 x sky130_fd_sc_hd__dfrtp_1, 21 x sky130_fd_sc_hd__mux2_2, 14 x sky130_fd_sc_hd__nor2b_1, 10 x sky130_fd_sc_hd__mux2i_1
• Synth logic family: multiplexers
• post-synthesis instance total: 214
• summed standard-cell area reported by yosys: 3045 um2
• count of flip-flops with a built-in enable after synthesis: 0
• adder and majority cell fraction of the synthesized area: 2.465%
• Synth Warn #: 3
• synthesized flop and latch total: 74
• mean instance size in the synthesized netlist: 14.23 um2
• most frequent cell after synthesis: sky130_fd_sc_hd__dfrtp_1
• Async S/R FF share, synth: 100.0%
• sequential cell area fraction in the yosys report: 60.85%
• largest area contributor in the synthesized netlist: sky130_fd_sc_hd__dfrtp_1
• proportion of synthesized area in mux cells: 16.97%
• fraction of post-synthesis cell area in the top cell type by area: 59.98%
• most common flop cell mapped by yosys: sky130_fd_sc_hd__dfrtp_1
• yosys xor share: 1.438%
• simple share: 9.984%
• cell count in the Yosys report: 214
• synthesized cell area: 3045 um2
• cell types with the largest area share after synthesis: sky130_fd_sc_hd__dfrtp_1 60%, sky130_fd_sc_hd__mux2_2 7.8%, sky130_fd_sc_hd__mux2_4 4.4%, sky130_fd_sc_hd__mux2i_1 3.3%, sky130_fd_sc_hd__nor2b_1 2.9%

Timing
• time the final worst path needs with I/O delays and setup: 1495 ps
• maximum clock rate: 0.6687 GHz
• share of the clock period used by the worst path: 78.70%
• normalized max-slew margin: 48.27%
• Slew Limit Fails: 0
• clk_skew: 8.674 ps
• smallest setup slack after layout: 404.6 ps
• Worst Tran Pin Value: 775.9 ps
• total setup violations reported at the end of the flow: 0
• total negative slack for setup checks: 0 ps
• Final Hold Fails: 0
• unrepaired setup endpoints after global routing: no

Worst setup path
• origin of the critical flop-to-flop path: ic3.bit_cnt[0]
• Critical Path, Cell by Cell: clkdlybuf4s50_1
• startpoint class of the critical path: flop
• slowest cell on the critical path: sky130_fd_sc_hd__clkdlybuf4s50_1
• Critical Path Max Stage Delay: 450 ps
• worst r2r path cells: 4
• required time of the critical path: 1520 ps
• Register-to-Register Setup Slack: 450 ps
• critical path endpoint category: output pin
• critical path fanouts, max: 1
• critical path endpoint: data_out1[3]
• origin of the worst setup path: data_out1[3]
• critical path depth in cells: 1
• signal arrival time at the worst endpoint: 1120 ps
• CP bufs+invs: 1
• critical setup path kind: flop to output pin
• top cell family by delay on the critical path: buffers and inverters
• end of the worst register-to-register path: ic3.data_out[1]

Cells and area
• number of cells in the finished layout apart from fillers: 352
• Layout Area Growth over Synthesis: 20.58%
• share of post-route cells with drive strength above 1: 22.53%

Power and ir drop
• P_sw: 0.0005995 W
• Clock Power Share: 46.6%
• share of total power consumed by net switching: 19.51%
• power per standard cell area: 836.7 nW/um2
• LEAKAGE: 1.826 nW
• Cell Int Power: 0.002473 W
• Combinational Power Share: 2.2%
• Power, Total: 0.003073 W
• share of power burned in registers: 51.2%
• Peak supply drop: 499.6 uV

Floorplanning
• share of the core filled by cells before placement: 41.76%
• I/O pin cnt: 29
• overall die area: 7966 um2
• x dimension of the die: 89.26 um
• row cnt: 31
• placeable core region: 7292 um2
• Die Height: 89.26 um

Drt
• first-pass iteration count of the detailed router: 4
• iteration-0 DRC count of the detailed router: 68
• Via Count: 1,656
• Antenna Nets Post-Route: 0
• drt drc: 0
• Avg WL per Cell: 12.27 um
• via/cell ratio: 4.705
• aggregate routed wire length: 4318 um
• number of inserted diodes: 0

Global route
• GRT overflow: 0
• via count of the first global-routing pass: 1,602
• antenna violations before repair: 0
• GRT Resource Usage Total: 12.93%
• pin count of the biggest net entering global routing: 75
• most crowded layer after global routing: met1
• global-route wire length before repair: 7686 um
• met2 Track Usage GR: 19.29%
• Global Route met1 Usage: 20.64%
• met3 track demand over resource: 3.652%

Min path
• class of the worst hold path: primary input to asynchronous set/reset pin

Placement
• placed wire-length estimate after detailed placement: 2703 um
• placed cell count: 337
• gpl congestion: 0.7265
• worst setup timing slack at the placement stage: 107.4 ps
• number of port buffers: 28

Flow run
• warning total across the stage logs: 26
• max cap viols: 0

-- cell type report --
class | count | area [um2]
Tap cell | 99 | 123.9
Fill cell | 657 | 3620
Sequential cell | 74 | 1853
Inverter | 4 | 15.01
Timing Repair Buffer | 35 | 340.3
Multi-Input combinational cell | 125 | 1101
Clock buffer | 9 | 123.9
Clock inverter | 6 | 115.1
-- through the flow --
step	util, %	hold slack (ps)	instance area [um2]
final	50.36	67.20	3672
after global routing	50.36	90.49	3672
after CTS	50.36	68.09	3672
after detailed placement	47.08	390.0	3433
after global placement	47.08	389.4	3433
after floorplan	-	84.41	3045
-- worst min path at each step --
| stage | end | slack [ps] | cells past startpoint |
|---|---|---|---|
| final | data_out2[7] | 70 | 2 |
| after global routing | ic2.data_out[0] | 90 | 2 |
| after CTS | data_out2[0] | 70 | 2 |
-- metal layers --
| layer | share of wire, % | wire length (um) |
|---|---|---|
| met2 | 44 | 1894 |
| met5 | 0 | 0 |
| met3 | 4.3 | 185 |
| met4 | 0.93 | 40 |
| met1 | 51 | 2197 |
-- layout by cell type (no fill, tap or decap), types with 2 or more instances in the layout --
master	n
sky130_fd_sc_hd__dfrtp_1	73
sky130_fd_sc_hd__mux2_1	4
sky130_fd_sc_hd__mux2i_1	10
sky130_fd_sc_hd__nand4b_1	2
sky130_fd_sc_hd__o22ai_1	2
sky130_fd_sc_hd__clkdlybuf4s50_1	27
sky130_fd_sc_hd__buf_4	6
sky130_fd_sc_hd__and2b_1	2
sky130_fd_sc_hd__mux2_2	21
sky130_fd_sc_hd__bufinv_16	3
sky130_fd_sc_hd__xnor2_1	4
sky130_fd_sc_hd__a21o_1	3
sky130_fd_sc_hd__and2_1	9
sky130_fd_sc_hd__mux2_4	9
sky130_fd_sc_hd__o31ai_1	2
sky130_fd_sc_hd__nand2_1	6
sky130_fd_sc_hd__nor2b_1	14
sky130_fd_sc_hd__o21ai_0	3
sky130_fd_sc_hd__a211oi_1	7
sky130_fd_sc_hd__a21oi_1	7
sky130_fd_sc_hd__clkbuf_8	9
sky130_fd_sc_hd__inv_1	4
sky130_fd_sc_hd__ha_1	6
sky130_fd_sc_hd__nor2_1	5
-- logic make-up (layout without fill, tap and decap cells) --
| logic type | count (synthesis) | count (layout) |
|---|---|---|
| xor gates and xnor gates | 5 | 5 |
| muxes | 44 | 44 |
| DFF | 74 | 74 |
| adders and majority gates | 6 | 6 |
| AOI/OAI and AO/OA | 25 | 25 |
| buffers and inverters | 15 | 54 |
| and+or+nand+nor | 45 | 45 |
-- power groups by stage --
| stage | combinational [W] | clock [W] | sequential (W) |
|---|---|---|---|
| finish | 0.0000677 | 0.00143 | 0.00157 |
| global route | 0.0000777 | 0.00154 | 0.00157 |
| CTS | 0.0000714 | 0.00149 | 0.00157 |
Power figures rest on the tool's default switching activity, not on a simulated workload.
